--- /design/flow/design.v ---
module fulladder(a, b, c, s_out, c_out);
	input a, b, c;
	inout s_out, c_out; 
	assign s_out = a ^ b ^ c;
	assign c_out = ((a | b) & c) | (a & b);
endmodule
module wallace(a, b, out);
    input [3:0] a, b;
    output [7:0] out;
    wire [6:0] p0, p1, p2, p3;
    wire s11, s12, s13, s14, s15, s22, s23, s24, s25, s26, s32, s33, s34, s35, s36, s37;
    wire c11, c12, c13, c14, c15, c22, c23, c24, c25, c26, c32, c33, c34, c35, c36, c37;
    assign  p0 = a & {4{b[0]}};
    assign  p1 = a & {4{b[1]}};
    assign  p2 = a & {4{b[2]}};
    assign  p3 = a & {4{b[3]}};
    assign out[0] = p0[0];
    assign out[1] = s11;
    assign out[2] = s22;
    assign out[3] = s32;
    assign out[4] = s34;
    assign out[5] = s35;
    assign out[6] = s36;
    assign out[7] = s37;
    fulladder fa11(p0[1], p1[0], 0,  s11, c11);
    fulladder fa12(p0[2], p1[1], p2[0], s12, c12);
    fulladder fa13(p0[3], p1[2], p2[1], s13, c13);
    fulladder fa14(p1[3], p2[2], p3[1], s14, c14);
    fulladder fa15(p2[3], p3[2], 0,  s15, c15);
    fulladder fa22(c11, s12, 0,  s22, c22);
    fulladder fa23(p3[0], c12, s13, s23, c23);
    fulladder fa24(c13, c32, s14, s24, c24);
    fulladder fa25(c14, c24, s15, s25, c25);
    fulladder fa26(c15, c25, p3[3], s26, c26);
    fulladder fa32(c22, s23, 0, s32, c32);
    fulladder fa34(c23, s24, 0, s34, c34);
    fulladder fa35(c34, s25, 0, s35, c35);
    fulladder fa36(c35, s26, 0, s36, c36);
    fulladder fa37(c36, c26, 0, s37, c37);
endmodule
--- /design/flow/constraint.sdc ---
current_design wallace

set clk_period 3.9
set clk_io_pct 0.2

create_clock -name clk0 -period $clk_period

set non_clock_inputs [all_inputs -no_clocks]
set_input_delay [expr $clk_period * $clk_io_pct] -clock clk0 $non_clock_inputs
set_output_delay [expr $clk_period * $clk_io_pct] -clock clk0 [all_outputs]
--- /design/flow/run.sh ---
#!/bin/bash
# OpenROAD 26Q1-2900-gdf79404cd8, Yosys 0.63+post, stock flow scripts
make -C /OpenROAD-flow-scripts/flow DESIGN_CONFIG=/design/flow/config.mk WORK_HOME=/design/flow/orfs finish
--- /design/flow/config.mk ---
export PLATFORM = sky130hd
export DESIGN_NAME = wallace
export DESIGN_NICKNAME = wallace
export VERILOG_FILES = /design/flow/design.v
export SDC_FILE = /design/flow/constraint.sdc
export NUM_CORES = 4
export LEC_CHECK = 1
export CORE_AREA = 10 10 70 70
export DIE_AREA = 0 0 80 80
==> out/results.md <==
| Metric | Reported | Unit |
|---|---|---|
| Last weighted congestion value of the routability-driven placer | 0.773 | - |
| Internal Pwr Total | 65.6 | uW |
| Pin count of the biggest net entering global routing | 4 | - |
| Cell repeated most along the worst path | sky130_fd_sc_hd__inv_2 | - |
| Failing checks | setup timing | - |
| Total GRT Usage | 0.0300 | - |
| Switching part of the total | 0.361 | - |
| Share of layout cells above drive strength 1 | 0.537 | - |
| Period utilization | 1.16 | - |
| Part of the total power dissipated in sequential elements | 0 | - |
| Flop area | 0 | um2 |
| Worst Hold Slack | 2270 | ps |
| Power Density | 145 | mW/mm2 |
| # IOs | 16 | - |
| Min cycle time layout | 4510 | ps |
| Dpl hpwl | 902 | um |
| Final count of negative-setup-slack endpoints | 4 | - |
| Outcome | finished, violations left | - |
| Crit. Startpoint | a[2] | - |
| Clock buf count | 0 | - |
| Fraction of power consumed by combinational cells | 1.000 | - |
| Total area of multi-input combinational cells | 397 | um2 |
| Hold Path Class | input pin to primary output | - |
| Total cells reported by yosys after synthesis | 48 | - |
| Layout sequential cell count | 0 | - |
| Total tool warning count | 35 | - |
| Total negative slack | -1510 | ps |
| Layout overhead on the synthesized area | 70.7 | % |
| Row cnt | 21 | - |
| Register area share after synthesis | 0 | - |
| Achievable frequency | 222 | MHz |
| Number of different library cells in the post-synthesis netlist | 7 | - |
| Antenna-violating nets left | 0 | - |
| Setup repair after global routing missed its margin | yes | - |
| # diodes | 0 | - |
| Category of the worst setup path capture point | primary output | - |
| Detailed-router iteration count before antenna repair | 2 | - |
| List of cells traversed by the critical path | buf_6 > and2_4 > fa_1 > inv_2 > fa_1 > inv_2 > ha_4 > fa_2 > inv_2 > fa_2 > fa_1 > inv_2 > ha_4 > xnor2_2 > buf_2 | - |
| Total count of max-transition violations in the final report | 0 | - |
| Die area | 0.00640 | mm2 |
| Placeable Area | 0.00342 | mm2 |
| Transition time of the tightest slew-check pin | 116 | ps |
| Number of stages on the worst setup path | 15 | - |
| WP data required | 3120 | ps |
| Violation count after the first detailed-routing iteration | 8 | - |
| Number of antenna violations at the first check in global routing | 0 | - |
| Post-synth area from yosys stat | 414 | um2 |
| Number of buffer cells added on primary ports | 16 | - |
| Worst slew margin relative to its limit | 0.923 | - |
| Total vias in the final route | 346 | - |
| Mean Syn Cell Area | 8.63 | um2 |
| DRC | 0 | - |
| Static leakage | 0.000326 | uW |
| Post-synthesis instance area | 414 | um2 |
| Die boundary width | 80 | um |
| Number of cells produced by synthesis | 48 | - |
| Vias per Instance | 3.06 | - |
| Height of the chip | 80 | um |
| Destination of the critical timing path | out[7] | - |
| Total routed wirelength | 946 | um |
| Final hold viol count | 0 | - |
| Proportion of power drawn by the clock network | 0 | - |
| Worst vdd rail ir drop | 0.0219 | mV |
| CP peak stage delay | 540 | ps |
| Filler instances | 381 | - |
| Start-to-end type of the worst setup path | input pin to primary output | - |
| Data arrival time of the critical path | 3730 | ps |
| Quantity of hold-fixing buffers added after cts | 0 | - |
| Yosys warns | 8 | - |
| Aggregate global routing overflow | 0 | - |
| Crit-path leading delay family | adder cells | - |
| Number of buffers and inverters on the critical path | 6 | - |
| Setup slack after layout | -607 | ps |
| Global-route wire length before repair | 1.61 | mm |
| Crit path launch type | input pin | - |
| Cell type of the slowest stage on the worst timing path | sky130_fd_sc_hd__fa_1 | - |
| Number of global-route vias before repair | 356 | - |
| Max capacitance violation total | 0 | - |
| Worst Path Max Fanout | 2 | - |
| Effective utilization at floorplan | 0.121 | - |
| Sw power | 37.1 | uW |
| Per-cell routed wire length | 8.37 | um |
==> repair_timing <==
action	4_1_cts	5_1_grt
gates cloned	0	0
pin swaps	8	7
gates resized	54	3
setup buffers	1	0
endpoints found under the setup margin	5	4
==> power by group through the flow <==
stage / clock network, uW / logic [uW] / registers, uW
5_1_grt: 0 / 118 / 0
6_report: 0 / 103 / 0
4_1_cts: 0 / 103 / 0
==> cell usage after synthesis <==
cell | count | area (um2)
sky130_fd_sc_hd__and2_1 | 11 | 68.8
sky130_fd_sc_hd__inv_1 | 10 | 37.5
sky130_fd_sc_hd__buf_4 | 7 | 52.6
sky130_fd_sc_hd__fa_1 | 7 | 140
sky130_fd_sc_hd__ha_1 | 7 | 87.6
sky130_fd_sc_hd__nand2_1 | 5 | 18.8
sky130_fd_sc_hd__xnor2_1 | 1 | 8.76
==> area by class of cell <==
cell class | count | share of cell area
timing repair buffer | 26 | 0.304
tap | 46 | 0.0814
inverter | 10 | 0.0531
multi-input combinational | 31 | 0.561
==> cell families (layout without fill, tap and decap cells) <==
logic type	after synthesis	in the layout	share of synthesized area
XOR/XNOR	1	1	0.0212
adder cells (fa/ha/maj)	14	14	0.550
buffers and inverters	17	36	0.218
AND/OR/NAND/NOR	16	16	0.211
==> cell usage in the layout (no fill, tap or decap) <==
master / synthesis / routed
sky130_fd_sc_hd__xnor2_2: 0 / 1
sky130_fd_sc_hd__buf_4: 7 / 10
sky130_fd_sc_hd__and2_4: 0 / 3
sky130_fd_sc_hd__inv_1: 10 / 5
sky130_fd_sc_hd__ha_4: 0 / 4
sky130_fd_sc_hd__inv_2: 0 / 5
sky130_fd_sc_hd__ha_1: 7 / 3
sky130_fd_sc_hd__nand2_1: 5 / 5
sky130_fd_sc_hd__and2_1: 11 / 8
sky130_fd_sc_hd__clkdlybuf4s50_1: 0 / 5
sky130_fd_sc_hd__fa_1: 7 / 4
sky130_fd_sc_hd__dlygate4sd2_1: 0 / 1
sky130_fd_sc_hd__fa_2: 0 / 3
sky130_fd_sc_hd__buf_2: 0 / 5
sky130_fd_sc_hd__buf_6: 0 / 5
==> routing by layer <==
layer | part of all wire | GRT usage | wire [um] | up-vias
li1 | - | - | - | 172
met1 | 0.39 | 0.0364 | 373 | 163
met2 | 0.47 | 0.0482 | 443 | 11
met3 | 0.14 | 0.0170 | 129 | 0
met4 | 0 | 0 | 0 | 0
met5 | 0 | 0 | 0 | -
==> worst min path at each step <==
stage / start / to / slack (ps) / depth (start not counted)
finish: a[3] / out[7] / 2270 / 6
global route: a[3] / out[7] / 2330 / 6
CTS: a[3] / out[7] / 2230 / 6
==> per-stage QoR <==
step	setup WS, ps	instances	total power [uW]	cell area, um2	utilization
final	-607	113	103	707	0.207
after global routing	-750	113	118	707	0.207
after CTS	-753	113	103	689	0.202
after detailed placement	-1420	112	86.8	659	0.193
after global placement	-1400	112	87.3	659	0.193
after floorplan	-434	48	49.0	427	-
Power figures rest on the tool's default switching activity, not on a simulated workload.
