**run.sh**
```bash
#!/bin/bash
# OpenROAD 26Q1-2900-gdf79404cd8, Yosys 0.63+post, stock flow scripts
make -C /OpenROAD-flow-scripts/flow DESIGN_CONFIG=/design/flow/config.mk WORK_HOME=/design/flow/orfs finish
```
**config.mk**
```make
export PLATFORM = sky130hd
export DESIGN_NAME = cla16bit
export DESIGN_NICKNAME = cla16bit
export VERILOG_FILES = /design/flow/design.v
export SDC_FILE = /design/flow/constraint.sdc
export NUM_CORES = 4
export LEC_CHECK = 1
export CORE_AREA = 10 10 70 70
export DIE_AREA = 0 0 80 80
```
**constraint.sdc**
```tcl
current_design cla16bit

set clk_period 20.7
set clk_io_pct 0.2

create_clock -name clk0 -period $clk_period

set non_clock_inputs [all_inputs -no_clocks]
set_input_delay [expr $clk_period * $clk_io_pct] -clock clk0 $non_clock_inputs
set_output_delay [expr $clk_period * $clk_io_pct] -clock clk0 [all_outputs]
```
**design.v**
```verilog
module cla4bit (a, b, c, sum);
	input [3:0] a, b;
	input c;
	output [3:0] sum;
  	wire [3:0] carry;
  	wire [3:0] gi, pi;
	assign pi[0] = a[0] ^ b[0];
	assign pi[1] = a[1] ^ b[1];
	assign pi[2] = a[2] ^ b[2];
	assign pi[3] = a[3] ^ b[3];
	assign gi[0] = a[0] & b[0];
	assign gi[1] = a[1] & b[1];   
	assign gi[2] = a[2] & b[2];   
	assign gi[3] = a[3] & b[3];   
	assign carry[0] = c;
	assign carry[1] = gi[0] | (pi[0] & carry[0]);
	assign carry[2] = gi[1] | (pi[1] & carry[1]);
	assign carry[3] = gi[2] | (pi[2] & carry[2]);
	assign sum[0] = pi[0] ^ carry[0];
	assign sum[1] = pi[1] ^ carry[1];
	assign sum[2] = pi[2] ^ carry[2];
	assign sum[3] = pi[3] ^ carry[3]; 
endmodule
module cla16bit(a, b, c, s_out, c_out);
	input [15:0] a ,b;
	input c;
	output [15:0] s_out;
	output c_out;
	wire [15:0] carry;
	assign carry[0] = c;
	assign carry[1] = (a[0] & b[0]) | ((a[0] ^ b[0]) & carry[0]);
	assign carry[2] = (a[1] & b[1]) | ((a[1] ^ b[1]) & carry[1]);
	assign carry[3] = (a[2] & b[2]) | ((a[2] ^ b[2]) & carry[2]);
	assign carry[4] = (a[3] & b[3]) | ((a[3] ^ b[3]) & carry[3]);
	assign carry[5] = (a[4] & b[4]) | ((a[4] ^ b[4]) & carry[4]);
	assign carry[6] = (a[5] & b[5]) | ((a[5] ^ b[5]) & carry[5]);
	assign carry[7] = (a[6] & b[6]) | ((a[6] ^ b[6]) & carry[6]);
	assign carry[8] = (a[7] & b[7]) | ((a[7] ^ b[7]) & carry[7]);
	assign carry[9] = (a[8] & b[8]) | ((a[8] ^ b[8]) & carry[8]);
	assign carry[10] = (a[9] & b[9]) | ((a[9] ^ b[9]) & carry[9]);
	assign carry[11] = (a[10] & b[10]) | ((a[10] ^ b[10]) & carry[10]);
	assign carry[12] = (a[11] & b[11]) | ((a[11] ^ b[11]) & carry[11]);
	assign carry[13] = (a[12] & b[12]) | ((a[12] ^ b[12]) & carry[12]);
	assign carry[14] = (a[13] & b[13]) | ((a[13] ^ b[13]) & carry[13]);
	assign carry[15] = (a[14] & b[14]) | ((a[14] ^ b[14]) & carry[14]);
	assign c_out = (a[15] & b[15]) | ((a[15] ^ b[15]) & carry[15]);
	cla4bit cla1(a[3:0], b[3:0], carry[0], s_out[3:0]);
	cla4bit cla2(a[7:4], b[7:4], carry[4], s_out[7:4]);
	cla4bit cla3(a[11:8], b[11:8], carry[8], s_out[11:8]);
	cla4bit cla4(a[15:12], b[15:12], carry[12], s_out[15:12]);
endmodule
```
==> summary.txt <==
run results: result of the run finished, final reports clean, Seq share, synth 0%, count of fill cells added during filler insertion 366, antenna violations before repair 0, netlist area before placement about 360 sq um, final-report max-slew violation count 0, detail-routed net length per standard cell 12.86 microns, number of placement rows 21, final count of negative-setup-slack endpoints 0, slowest stage delay, CP 0.46 ns, final core occ 26.81%, horizontal die size 80 microns, Die Y-Extent 80 microns, DRC violation total after the first TritonRoute iteration 1, count of buffering cells on the critical path with inverters included 6, Netlist cell types 2, Power per Cell Area 27.78 nW/um^2, CORE AREA 3416 sq um, data arrival at the endpoint of the critical path 11.29 ns, global-route wire length before repair between 2000 and 2500 microns, remaining antenna violation count 0, hold_sp c, total design power approximately 0.025 mW, critical path depth in cells 22, synthesized instance count 26, hold depth 5, clock buffers 0, kind of cell with the highest combined delay on the critical path adder cells, part of the cycle the worst path needs 74.56%, initial standard-cell utilization of the core 10.48%, number of global-route vias before repair between 400 and 500, Clk pwr share 0%, Int Power ~0.019 mW, total overflow reported by the global router 0, pin count of the biggest net entering global routing 2, GPL Wtd Cong ~0.84, cell count listed in synth_stat.txt 26, number of gates resized after CTS 0, Synth Warn # 0, Worst Path Class, Setup input pin to output pin, number of violations of the max-capacitance limit 0, hold violation total from the final report 0, number of buffers added for setup after CTS 0, library cell occupying the most area in the post-synthesis netlist fa_1, net switching power figure 0.006439 mW, normalized max-slew margin 92.98%, pre-CTS setup slack 5.220 ns, combinational share of power 100.0%, Slowest-stage cell, CP clkdlybuf4s50_1, Endpoint, Worst Hold s_out[0], cell breakdown of the critical path clkdlybuf4s50_1 -> inv_1 -> fa_1 -> inv_1 -> fa_1 -> fa_1 -> fa_1 -> fa_1 -> fa_1 -> fa_1 -> fa_1 -> fa_1 -> fa_1 -> fa_1 -> fa_1 -> fa_1 -> fa_1 -> fa_1 -> inv_1 -> fa_1 -> inv_1 -> clkdlybuf4s50_1, DR pass1 iterations 2, Max-area cell share 89.51%, drt drc 0, Tmin final ~15 ns, Log Warnings 32, synthesis-to-finish area growth 155.9%, chip area 6400 sq um, ratio of cells with drive above 1 in the final layout 0%, via count of the routed design 386, switch share between 20 and 30%, Fmax achieved 64.79 MHz, Register Area 0 sq um, Worst Path Max Fanout 1, path category of the worst min-delay check input pin to output pin, Top cells by area fa_1 (90%), inv_1 (10%), flip-flop and latch count 0, count of buffers inserted at the top-level ports ~50, wire length reported by the detailed router 1569 microns, setup repair after global routing missed its margin no, actual transition at the worst max-transition pin 0.1050 ns, average size of a mapped cell 13.76 sq um, YS chip area 357.8 sq um, number of top-level pins 50, # hold bufs at CTS 0, sum of negative setup slack 0 ns, sequential cell fraction of total power 0%, Via density 3.164, kind of start point of the critical path input pin, gr usage total 4.659%, dpl hpwl 1583 microns, largest vdd supply drop 10.08 uV, Comb area 320.3 sq um, most common cell type on the critical path fa_1, Final WS setup 5.266 ns, cell leakage power 0.3657 nW, Critical Path Sink Type output pin, final antenna diode count 0, required time worst endpoint 16.56 ns
==> cell usage in the layout, fill, tap and decap left out <==
cell type	instances
clkdlybuf4s50_1	50
fa_1	16
inv_1	10
==> worst min-delay path, delay by kind of cell <==
kind | cells | cell delay, ns
buffers and inverters | 4 | 0.89
adder cells (fa/ha/maj) | 1 | 0.15
==> cells by family after synthesis <==
logic type	after synthesis	share of synthesized area, %
buffers and inverters	10	10.49
adders and majority gates	16	89.51
==> power groups by stage <==
stage                 Sequential, mW  Combinational [mW]  Clock (mW)
final                              0              0.0254           0
after global routing               0              0.0286           0
after CTS                          0              0.0264           0
==> metrics by stage <==
step                      cell area [sq um]  hold slack, ns  instances
final                                 915.9           9.323        122
after global routing                  915.9           9.356        122
after CTS                             915.9           9.333        122
after detailed placement              915.9           9.338        122
after global placement                915.9           9.338        122
after floorplan                       357.8           8.387         26
==> per-layer routing <==
metal	GRT usage [%]	wire (microns)	up-vias
li1	-	-	168
met1	6.058	617	170
met2	6.019	499	48
met3	4.091	453	0
met4	0	0	0
met5	0	0	-
==> cell usage after synthesis <==
cell type and instances:
inv_1 10, fa_1 16
==> final cells by class <==
type                       count  area share, %
multi-input combinational     16          34.97
inverter                      10          4.098
tap                           46          6.284
timing repair buffer          50          54.64
==> worst max-delay path by stage <==
stage | startpoint | endpoint
after global routing | a[0] | s_out[15]
final | a[0] | s_out[15]
after CTS | a[0] | s_out[15]
No activity file was given, so power comes from the tool's default toggle rates.
